File: design/flow/run.sh
#!/bin/bash
# OpenROAD 26Q1-2900-gdf79404cd8, Yosys 0.63+post, stock flow scripts
make -C /OpenROAD-flow-scripts/flow DESIGN_CONFIG=/design/flow/config.mk WORK_HOME=/design/flow/orfs finish
File: design/flow/design.v
module pcLogic (
  input             clk, reset,
  input      [31:0] PCIn,
  output reg [31:0] PCOut
);
always @(posedge clk or posedge reset)
  if (reset) PCOut <= 32'b0;
  else       PCOut <= PCIn;
endmodule
File: design/flow/config.mk
export PLATFORM = sky130hd
export DESIGN_NAME = pcLogic
export DESIGN_NICKNAME = pcLogic
export VERILOG_FILES = /design/flow/design.v
export SDC_FILE = /design/flow/constraint.sdc
export NUM_CORES = 4
export LEC_CHECK = 1
export CORE_AREA = 10 10 85 85
export DIE_AREA = 0 0 95 95
File: design/flow/constraint.sdc
current_design pcLogic

set clk_period 1.0
set clk_io_pct 0.2

create_clock -name clk0 -period $clk_period [get_ports {clk}]

set non_clock_inputs [all_inputs -no_clocks]
set_input_delay [expr $clk_period * $clk_io_pct] -clock clk0 $non_clock_inputs
set_output_delay [expr $clk_period * $clk_io_pct] -clock clk0 [all_outputs]
==> changes_impl.md <==
### Metrics

- Number of global-route vias before repair: 634
- Routed WL: 2580 µm
- Max transition margin: 88.2%
- Core area: 5470 µm²
- Crit path max fanout: 1
- Number of flip-flops in the largest register: 32
- Worst slew pin tran: 0.177 ns
- Seq cells post-synth: 32
- Comb pwr share: 8.2%
- P_sw: 518 µW
- Total number of vias: 549
- Num CTS Buffers: 5
- Largest Register: PCOut
- Clk slew on worst S/H paths: 0.07 ns
- ANT cells: 0
- Status: finished, final reports clean
- Pre-CTS setup slack: -0.00461 ns
- Setup repair bufs after CTS: 0
- Share of cells above drive strength 1: 38.0%
- Post-route ant nets: 0
- Cells after Synth: 33
- CP peak stage delay: 0.37 ns
- Fmax: 1.05 GHz
- Clock tree buffer depth: 2
- CTS Root Cell: clkbuf_8
- Comb gates: 0
- Ports: 66
- Arr. time, crit path: 0.76 ns
- Pre-antenna DRT Iters: 2
- Largest regs: PCOut (32)
- Inst Count DP: 172
- Number of cell rows: 27
- Port bufs: 65
- Peak supply drop: 0.000905 V
- WP data required: 0.80 ns
- Largest net degree at the start of global routing: 20
- Static Leakage: 0.000707 µW
- RSZ-0062 raised after global routing: yes
- Total power: 2780 µW
- CP cell instances: buf_2
- DRT iter0 DRCs: 5
- Crit path capture type: primary output
- FP Util: 14.7%
- Register share after synthesis: 99.5%
- CP Launch Type: flip-flop
- Post_cts resized: 104
- Area grow syn2layout: 90.5%
- Yosys cell types: 2
- Avg Vias per Cell: 3.05
- Setup ws final: 0.0437 ns
- DP HPWL: 2230 µm
- Setup violators final: 0
- Log Warnings: 26
- Final period util: 95.6%
- Critical path class: reg -> out
- Per-cell routed wire length: 14.3 µm
- TritonCTS clock tree: yes
- Seq pwr share: 49.3%
- Post-synthesis cell area: 805 µm²
- First-pass GRT wire length: 3750 µm
- Crit path buf inv count: 1
- Yosys Instances: 33
- HP Class: in -> async
- Chip height: 95 µm
- Crit path from: PCOut[27]$_DFF_PP0_
- Initial antenna violation count: 0
- Largest delay share family, worst path: flip-flops
- Chip Width: 95 µm
- Gr usage total: 5.79%
- Congestion Overflow GR: 0
- Fillers: 570
- Sw Share: 18.6%
- Max Slew Vio Count: 0
- Total power per unit cell area: 1820 nW/µm²
- Final non-filler cell total: 180
- DRC: 0
- Clk sinks: 32
- Post-layout minimum cycle time: 0.956 ns
- Max-Cap Viols: 0
- Max H-tree Level: 2
- Placed inst area: 1590 µm²
- Clock power frac: 42.5%
- CP max-delay cell: dfrtp_1
- Hold-fix buffers, CTS: 0
- Yosys Chip Area: 805 µm²
- Hold Vio Cnt, Final: 0
- Finished Cell Area: 1530 µm²
- Yosys Warn Count: 1
- Mean Syn Cell Area: 24.4 µm²
- Routability Congestion: 0.775
- Worst hold slack: 0.304 ns
- Int Pwr: 2270 µW
- Chip area: 9030 µm²
- Logic area: 0 µm²
## power by group through the flow
stage / logic, µW / registers, µW / clock network (µW)
after CTS: 239 / 1370 / 1230
after global routing: 254 / 1380 / 1290
final: 229 / 1370 / 1180
## per-stage QoR
| step | TNS [ns] | utilization [%] |
|---|---|---|
| 6_report | 0 | 28.0 |
| 5_1_grt | -0.0133 | 28.0 |
| 4_1_cts | 0 | 28.0 |
| 3_5_place_dp | -0.00545 | 29.0 |
| 3_3_place_gp | 0 | 29.0 |
| 2_1_floorplan | 0 | - |
## per-layer routing
metal	part of all wire (%)	track usage, %	wire [µm]	up-vias
li1	-	-	-	245
met1	33	5.86	854	260
met4	0.85	0.748	22	0
met2	49	9.38	1260	41
met5	0	0	0	-
met3	17	4.73	445	3
## kinds of logic after synthesis
family | synth area share, %
flip-flops | 99.5
buffers and inverters | 0.466
## synthesized netlist by cell type
cell type  number  area [µm²]
dfrtp_1        32         801
inv_1           1        3.75
## area by class of cell
class	count	area, µm²	share of cell area (%)
clock inverter	2	35.0	2.29
inverter	1	3.75	0.245
timing repair buffer	67	531	34.6
tap	72	90.1	5.88
sequential	32	801	52.2
clock buffer	6	72.6	4.73
## cell usage in the layout, fill, tap and decap left out, drive strengths merged
cell           netlist  routed
buf                  0      34
clkdlybuf4s50        0      33
dfrtp               32      32
clkbuf               0       6
inv                  1       1
bufinv               0       1
clkinv               0       1
## final timing paths
path	depth (start not counted)	to	slack, ns
worst max-delay path	1	PCOut[27]	0.04
worst min-delay path	3	PCOut[12]$_DFF_PP0_	0.30
min in group clk0	1	PCOut[0]$_DFF_PP0_	0.36
max in group asynchronous	3	PCOut[19]$_DFF_PP0_	0.55
No activity file was given, so power comes from the tool's default toggle rates.
