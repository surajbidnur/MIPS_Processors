`flow/run.sh`:
```
#!/bin/bash
# OpenROAD 26Q1-2900-gdf79404cd8, Yosys 0.63+post, stock flow scripts
make -C /OpenROAD-flow-scripts/flow DESIGN_CONFIG=/design/flow/config.mk WORK_HOME=/design/flow/orfs finish
```
`flow/config.mk`:
```
export PLATFORM = sky130hd
export DESIGN_NAME = reset_ff
export DESIGN_NICKNAME = reset_ff
export VERILOG_FILES = /design/flow/design.v
export SDC_FILE = /design/flow/constraint.sdc
export NUM_CORES = 4
export LEC_CHECK = 1
export CORE_AREA = 10 10 85 85
export DIE_AREA = 0 0 95 95
```
`flow/constraint.sdc`:
```
current_design reset_ff

set clk_period 1.0
set clk_io_pct 0.2

create_clock -name clk0 -period $clk_period [get_ports {clk}]

set non_clock_inputs [all_inputs -no_clocks]
set_input_delay [expr $clk_period * $clk_io_pct] -clock clk0 $non_clock_inputs
set_output_delay [expr $clk_period * $clk_io_pct] -clock clk0 [all_outputs]
```
`flow/design.v`:
```
module reset_ff (
  input             clk, reset,
  input      [31:0] d,
  output reg [31:0] q
);
always @(posedge clk or posedge reset)
  if (reset) q <= 32'b0;
  else        q <= d;
endmodule
```
==> out/qor.csv <==
stage,metric,value,unit
floorplan,die area,9030,um2
final_timing,Tightest Pin Transition,155,ps
layout,Largest regs,q: 32 flops,
synth,Synth Instances,33,
layout,layout cells sized above 1,38.9,%
layout,multi-input gates,0,
critical_path,Setup CP Type,flip-flop to primary output,
layout,area growth from synthesis to layout,87.2,%
floorplan,core area,5470,um2
floorplan,row cnt,27,
global_route,total gr overflow,0,
clock_network,CTS Buf Count,5,
final_timing,final setup TNS,0,ps
clock_network,clk root buf,clkbuf_8,
synth,Mapped Area,805,um2
final_timing,final hold slack,293,ps
route,WL/cell,13.7,um
route,Initial DRC Count,1,
final_timing,max_slew headroom,89.7,%
route,Vias,541,
global_route,largest net degree at the start of global routing,13,
route,post-route ant nets,0,
route,DRT Wirelength,2.48,mm
critical_path,worst-path cell with the longest stage delay,dfrtp_1,
synth,xor/xnor share,0,%
clock_network,clock-pin slew on the worst setup and hold paths,60,ps
placed_design,hpwl dp,2.08,mm
synth,Yosys Warn Count,1,
final_timing,minimum clock period,946,ps
layout,Non-Filler Instances,181,
final_timing,f_max,1060,MHz
final_timing,endpoints failing hold,0,
clock_network,Clock Sinks,32,
layout,Top reg by flops,q,
route,DRC,0,
job,max-cap viol count,0,
placed_design,port bufs,65,
clock_network,# hold bufs at CTS,0,
synth,"Simple Share, Synth",0,%
synth,# Cells Yosys,33,
synth,Synth flops,32,
floorplan,floorplan core density,14.7,%
critical_path,crit-path leading delay family,flip-flops,
critical_path,CP Max Fanout,1,
critical_path,startpoint type of the worst setup path,flip-flop,
layout,fill count,577,
critical_path,Worst setup EP type,primary output,
synth,Mux area share,0,%
route,Via density,2.99,
synth,Post-synth seq share,99.5,%
route,TritonRoute pass-1 iters,2,
critical_path,critical path arrival,750,ps
floorplan,I/O Pins,66,
synth,synthesized area per cell,24.4,um2
power_and_ir_drop,Leakage,0.698,nW
critical_path,critical path's largest stage delay,360,ps
clock_network,post-CTS sizing,96,
clock_network,CTS tree,built,
layout,most instantiated logic cell after routing,clkdlybuf4s50_1,
final_timing,endpoints failing setup,0,
synth,fraction of the mapped netlist area in adder cells,0,%
final_timing,max-slew violations,0,
synth,yosys stat area,805,um2
critical_path,Worst Path Buf+Inv,1,
placed_design,gp weighted congestion,0.695,
layout,number of flip-flops under the largest register name,32,
global_route,GRT Util Overall,5.52,%
placed_design,placed cell count,173,
layout,Top cells excl fill/tap,"clkdlybuf4s50_1, buf_2, dfrtp_1",
critical_path,CP required,800,ps
job,tool warnings,25,
clock_network,clock buffer depth,2,
synth,Top non-seq family,buffers and inverters,
synth,synth unique cells,2,
floorplan,chip width,95,um
outcome,outcome,completed,
global_route,antenna violations before repair,1,
layout,Comb area,0,um2
min_path,HP Class,input port to async pin,
global_route,vias in the first global route,620,
clock_network,postcts setup bufs,0,
power_and_ir_drop,Worst VDD drop,402,uV
clock_network,CTS H-tree lvls,2,
floorplan,Die Height,95,um
final_timing,period utilization,94.6,%
critical_path,CP Cell Sequence,buf_2,
synth,yosys aoi share,0,%
power_and_ir_drop,PwrDens,1740,nW/um2
final_timing,RSZ-0062 raised after global routing,no,
global_route,first-pass GRT wire length,3.74,mm
==> power by group <==
part           internal (mW)  switching, mW  total (mW)
Combinational          0.160         0.0543       0.215
Clock                  0.612          0.427        1.04
Sequential              1.36         0.0124        1.37
==> layer usage <==
metal	GRT usage (%)	vias up	part of all wire, %
met4	1.25	0	2.4
met1	6.01	248	33
met2	7.67	39	43
met5	0	-	0
met3	5.29	6	21
li1	-	248	-
==> synthesized netlist by cell type, drive strengths merged <==
library cell / n / area (um2)
dfrtp: 32 / 801
inv: 1 / 3.75
==> worst max path at each step <==
stage | from | to | slack (ps) | cells past startpoint
6_report | q[10] | q[10] | 50 | 1
4_1_cts | q[8] | q[8] | 30 | 1
5_1_grt | q[2] | q[2] | 0.5 | 1
==> per-stage QoR <==
stage          cell area [um2]  setup WS, ps  util, %  total power, mW
2_1_floorplan              805           109        -             1.40
3_3_place_gp              1570          24.5     28.6             1.68
3_5_place_dp              1570          21.2     28.6             1.69
4_1_cts                   1500          29.3     27.5             2.70
5_1_grt                   1500         0.463     27.5             2.80
6_report                  1510          54.3     27.5             2.62
==> area by class of cell <==
class                 instances  area, um2  share of cell area (%)
Sequential cell              32        801                    53.2
Inverter                      1       3.75                   0.249
Tap cell                     72       90.1                    5.98
Clock buffer                  7       96.3                    6.40
Timing Repair Buffer         68        513                    34.1
Antenna cell                  1       2.50                   0.166
==> logic make-up (layout without fill, tap and decap cells) <==
| kind of cell | Yosys count | in the layout |
|---|---|---|
| other cells | 0 | 1 |
| buf+inv | 1 | 76 |
| flops | 32 | 32 |
Power and IR drop assume default switching activity.
